File: design/flow/config.mk
export PLATFORM = sky130hd
export DESIGN_NAME = pB_rtl
export DESIGN_NICKNAME = pB_rtl
export VERILOG_FILES = /design/flow/design.v
export SDC_FILE = /design/flow/constraint.sdc
export NUM_CORES = 4
export LEC_CHECK = 1
export CORE_AREA = 10 10 70 70
export DIE_AREA = 0 0 80 80
File: design/flow/constraint.sdc
current_design pB_rtl

set clk_period 1.5
set clk_io_pct 0.2

create_clock -name clk0 -period $clk_period [get_ports {clk_125}]

set non_clock_inputs [all_inputs -no_clocks]
set_input_delay [expr $clk_period * $clk_io_pct] -clock clk0 $non_clock_inputs
set_output_delay [expr $clk_period * $clk_io_pct] -clock clk0 [all_outputs]
File: design/flow/design.v
`timescale 1ns / 1ps
module pB_rtl(
    input  wire        clk_125,    
    input  wire [1:0]  sw,         
    input  wire [3:0]  btn,        
    output reg  [3:0]  led         
);
    reg [3:0] por_cnt = 4'd0;
    wire      por_busy = (por_cnt != 4'hF);   
    always @(posedge clk_125) begin
        if (por_busy) por_cnt <= por_cnt + 4'd1;
    end
    wire sys_rst = por_busy;  
    reg [1:0] sw_s;
    wire [3:0] btn_s  = btn;    
    reg[1:0] mode_n = 2'd0;
    always @(posedge clk_125) begin
        if (sys_rst) begin
            mode_n <= 2'd0; 
            sw_s <= 2'd0; end
        else begin   
            sw_s <= sw;   
            if      (btn_s[3]) mode_n = 2'd3;
            else if (btn_s[2]) mode_n = 2'd2;
            else if (btn_s[1]) mode_n = 2'd1;
            else if (btn_s[0]) mode_n = 2'd0;   
        end
    end
    wire [3:0] base_state =
        (sw_s == 2'b00) ? 4'b0001 :
        (sw_s == 2'b01) ? 4'b0011 :
        (sw_s == 2'b10) ? 4'b0111 :
                          4'b1111 ;
    wire [3:0] mode0_out = base_state;
    wire [3:0] mode1_out = base_state >> 2;                         
    wire [3:0] mode2_out = ((base_state << 3) | (base_state >> 1)) & 4'hF;  
    wire [3:0] mode3_out = ~base_state;
    reg [3:0] out;
    always @* begin
        case (mode_n)
            2'd0: out = mode0_out;
            2'd1: out = mode1_out;
            2'd2: out = mode2_out;
            default: out = mode3_out;   
        endcase
    end
    always @* begin
        led = out;
    end 
endmodule
File: design/flow/run.sh
#!/bin/bash
# OpenROAD 26Q1-2900-gdf79404cd8, Yosys 0.63+post, stock flow scripts
make -C /OpenROAD-flow-scripts/flow DESIGN_CONFIG=/design/flow/config.mk WORK_HOME=/design/flow/orfs finish
==> run notes <==
impl run done, here's what came out: status=complete, no violations, Finished Cell Area=around 600 sq um, total track usage=0.0257, Buffers on Ports=10, aggregate routed wire length=~780 um, Largest type area fraction=0.307, synthesized area=around 400 sq um, Antenna Violating Nets Remaining=0, Hold Path Class=flop to flop, stage-log warning count=26, Area Overhead vs Synth=54.0%, Final setup viols=0, max-cap viol count=0, Ant. Diodes=0, Top cells by area=edfxtp_1 (31%), dfxtp_1 (20%), o31a_1 (4.5%), o311ai_2 (4.2%), and2_1 (3.2%), chip area=between 6000 and 7000 sq um, Crit path depth=4, crit-path cells=nor2b_4 > buf_4 > o311ai_2 > buf_2, chip area in the Yosys report=approximately 390 sq um, Worst path top cell family by delay=flip-flops, clk ins delay skew pair=260 ps, CP peak stage delay=roughly 330 ps, Worst-path clk slew=50 ps, max frequency=a little under 700 MHz, vias in the first global route=309, RSZ-0062 raised after global routing=true, Die Wd=roughly 80 um, Final Hold Fails=0, CTS tree=built, root buffer cell=clkbuf_4, Post-Route Skew=~7.4 ps, crit path max fanout=6, Placer Congestion=0.646, GR Overflow Total=0, Worst Setup End Kind=output port, Cells after Synth=33, flops out of synthesis=8, fin crit share=0.975, layout cells sized above 1=0.286, first-pass GRT wire length=1.26 mm, Rel. slew slack=0.867, core area=around 3400 sq um, Seq/Total Area, Yosys=0.511, Final min period=roughly 1500 ps, CP max-delay cell=dfxtp_2, Die H=~80 um, drt first pass iters=2, pwr/cell area=about 690 nW/um^2, yosys cell count=33, CTS buffer count=3, # DRC=0, Initial DRC Count=8, Cell Area, Placed=around 550 sq um, Syn. warnings=1, crit start category=flop, Final Util=0.177, antenna violations before repair=0, Max Slew Vio Count=0, total number of vias=~300, Critical Path RT=1200 ps, maximum vdd drop=371 uV, R2R setup slack=between 150 and 200 ps, Synth cell types=22, Initial Util=0.115, # rows=21, I/O pin total=11, pin slew with the least headroom to its limit=roughly 200 ps, clk buf depth=2, routed len/inst=about 8.2 um, H-Tree Depth=1, largest net degree at the start of global routing=8, DP HPWL=about 660 um, crit path kind=flop to output port, setup TNS=0 ps, Hold Path Cell Cnt=1, Reg2Reg Depth=3, CTS Sinks=8, Vias/cell=3.21, P_leak=around 0.00022 uW, critical path arrival=about 1200 ps, Buf/Inv on CP=2, largest area contributor in the netlist=edfxtp_1, average size of a mapped cell=roughly 12 sq um
==> area by class of cell <==
type	count	area [sq um]
Timing Repair Buffer	12	108
Inverter	3	11.3
Multi-Input combinational cell	22	193
Clock buffer	4	26.3
Fill cell	380	2810
Sequential cell	8	208
Tap cell	46	57.6
==> state kept, by name (all words and copies together), names as in the netlist <==
name / count
por_cnt: 4
sw_s: 2
mode_n: 2
==> repair_timing <==
item / CTS / global route
setup buffers: 2 / 0
setup endpoints to repair: 4 / 2
hold buffers: 0 / 0
gates resized: 13 / 1
pin swaps: 1 / 0
==> cells by family after synthesis <==
| family | count (synthesis) | share of synthesized area |
|---|---|---|
| and+or+nand+nor | 11 | 0.214 |
| AOI/OAI and AO/OA | 8 | 0.169 |
| DFF | 8 | 0.511 |
| buffers and inverters | 3 | 0.0288 |
| xor gates and xnor gates | 2 | 0.0447 |
| adders and majority gates | 1 | 0.0319 |
==> stage by stage <==
step / total power (uW) / std cells / hold slack, ps / setup WS, ps
floorplan: 233 / 33 / 422 / 296
global placement: 252 / 89 / 550 / -2.10
detailed placement: 252 / 89 / 562 / -19.8
CTS: 428 / 95 / 576 / 16.1
global route: 442 / 95 / 588 / -31.5
finish: 418 / 95 / 570 / 37.8
==> layer usage <==
metal | global-route usage | up-vias | wire length [um]
li1 | - | 152 | -
met1 | 0.0204 | 143 | 266
met2 | 0.0433 | 8 | 405
met3 | 0.0273 | 2 | 104
met4 | 0.00352 | 0 | 5
met5 | 0 | - | 0
==> cells in the mapped netlist <==
master and count:
nor2b_2 1, and2_1 2, a21oi_1 2, inv_1 3, nand4bb_1 1, nor3b_1 1
o2bb2ai_1 1, a31oi_1 1, xnor2_1 1, nor3b_2 1, o31a_1 2, o21bai_1 1
edfxtp_1 4, and3_1 1, ha_1 1, nand2b_1 1, nand3_1 1, nor2b_1 1
dfxtp_1 4, xor2_1 1, o311ai_2 1, and2b_1 1
==> cells in the final DEF, fill, tap and decap left out <==
cell and n:
clkdlybuf4s15_1 1, buf_4 2, nand2b_4 1, xor2_1 1
nand3_1 1, nor3b_2 1, o31a_1 2, xnor2_1 1
nor2b_4 1, a21oi_1 2, clkbuf_1 1, nor3b_1 1
o21bai_1 1, dfxtp_2 3, nand4bb_1 1, and2b_1 1
and3_1 1, and2_1 2, dfxtp_4 1, o311ai_2 1
edfxtp_1 4, inv_1 3, buf_2 1, a31oi_1 1
dlygate4sd2_1 2, clkdlybuf4s50_1 6, nor2b_1 1, ha_1 1
o2bb2ai_1 1, clkbuf_4 3
==> path summary, 6_finish.rpt <==
| kind | start | end |
|---|---|---|
| hold reg to reg | por_cnt[1] | por_cnt[1] |
| hold / removal | por_cnt[1] | por_cnt[1] |
| setup / recovery | mode_n[0] | led[1] |
| setup reg to reg | por_cnt[0] | por_cnt[1] |
==> where the power goes <==
group          internal, uW  switching [uW]
clock                   102            71.4
combinational          14.7            4.90
sequential              226               0
Power is estimated from default activity; no workload was simulated.
